==> flow/run.sh <==
#!/bin/bash
# OpenROAD 26Q1-2900-gdf79404cd8, Yosys 0.63+post, stock flow scripts
make -C /OpenROAD-flow-scripts/flow DESIGN_CONFIG=/design/flow/config.mk WORK_HOME=/design/flow/orfs finish
==> flow/config.mk <==
export PLATFORM = sky130hd
export DESIGN_NAME = Cacher
export DESIGN_NICKNAME = Cacher
export VERILOG_FILES = /design/flow/design.v
export SDC_FILE = /design/flow/constraint.sdc
export NUM_CORES = 4
export LEC_CHECK = 1
export CORE_UTILIZATION = 50
==> flow/constraint.sdc <==
current_design Cacher

set clk_period 4.3
set clk_io_pct 0.2

create_clock -name clk0 -period $clk_period [get_ports {Clock}]

set non_clock_inputs [all_inputs -no_clocks]
set_input_delay [expr $clk_period * $clk_io_pct] -clock clk0 $non_clock_inputs
set_output_delay [expr $clk_period * $clk_io_pct] -clock clk0 [all_outputs]
==> flow/design.v <==
module Cacher 
(
	input Clock,Reset,
	input BCK,LRCK,SData,
	output [12:0] LastWriteAddr,	 
	output [17:0] WrAddress,
	output reg [15:0] OutData
);
	reg [31:0] rSR;
	reg [12:0] rAddress;	 
	reg [1:0] rBCK,rSData;
	reg rLR;
	reg [1:0] rLRCK;
	wire wLRCKBIEdge	= ^rLRCK;			 
	wire wLRCKPEdge		= rLRCK == 2'b01;	 
	wire wLRCKNEdge		= rLRCK == 2'b10;	 
	assign WrAddress = {1'b0,rLR,3'b111,rAddress};
	assign LastWriteAddr	= rAddress;
	always@(posedge Clock or posedge Reset) begin	 
		if(Reset) begin
			{rSR,rBCK,rSData,rLRCK,rAddress,OutData,rLR} <= 1'b0;
		end else begin
			rLRCK	<= {rLRCK[0],LRCK};
			rBCK	<= {rBCK[0],BCK};
			rSData	<= {rSData[0],SData};
			if(wLRCKBIEdge)  
				OutData	<= rSR[31:16];
			if(wLRCKNEdge) begin
				rAddress	<= rAddress+1;
			end
			if(wLRCKNEdge)
				rLR	<= 1'b0;
			else if(wLRCKPEdge)
				rLR	<= 1'b1;
			if(wLRCKBIEdge)
				rSR	<= 32'b0;
			else if(rBCK == 2'b01)
				rSR	<= {rSR[30:0],rSData[1]};
		end
	end
endmodule 
==> flow_summary_export.csv <==
group,metric,value,unit
run_status,status,"complete, no violations",
timing,slew_headroom,53.0,%
worst_hold_path,hold_path_class,"flip-flop to flip-flop",
finish,layoutNonFillerInstCount,362,
critical_path,worstPathArrival,1.33,ns
timing,hold_viol_final,0,
job,warnings,26,
timing,setup_violations,0,
synth,yosysUniqueCellTypes,22,
synth,top_area_cell,"dfrtp_1",
job,maxCapViolations,0,
clocking,cts_buffers,9,
synth,yosys_warnings,1,
critical_path,cp_max_fo,7,
critical_path,cp_top_family,"buffers and inverters",
drt,antenna_left,0,
timing,fin_tns_setup,0,ns
synth,ys_cells,253,
global_routing,grt_util_met3,2.72,%
critical_path,max_stage_delay,0.52,ns
global_routing,grt_pass1_vias,1682,
clocking,cts_sinks,68,
synth,ys_seq_share,58.7,%
timing,period_needed,2.19,ns
drt,firstDrtPassIters,4,
power_and_ir_drop,fin_total_pwr,1.36,mW
clocking,ctsHoldBuffers,0,
finish,syn_to_final_growth,19.4,%
synth,edf_count,0,
placed_design,place.gp.congestion,0.723,
global_routing,met2_usage,24.3,%
drt,routed-via-count,1762,
global_routing,grt-busiest-layer,"met1",
global_routing,grt_use_met1,28.1,%
finish,drive_gt1_share,14.8,%
global_routing,grtUsageTotal,16.7,%
critical_path,critPathBufInv,1,
critical_path,r2r_start,"rLRCK[0]",
synth,area_leaders,"dfrtp_1, nand2_1, mux2_2",
drt,viasPerCell,4.87,
drt,wirelength,4390,um
power_and_ir_drop,powerDensity,392,nW/um2
global_routing,antenna_found_initial,0,
clocking,cts_setup_buffers,0,
global_routing,grt_max_degree,51,
placed_design,dp.cells,347,
timing,slew_violations,0,
floorplan,fp_util,52.3,%
power_and_ir_drop,ir_drop,230,uV
floorplan,coreArea,5540,um2
timing,rsz0062_at_grt,"no",
drt,num_antenna_cells,0,
global_routing,grt_overflow,0,
synth,yosysTopAreaCellShare,58.7,%
global_routing,grt_pass1_wl,7910,um
finish,utilization,62.4,%
worst_hold_path,hold_path.startpoint,"rSData[0]",
synth,synthFlopType,"dfrtp_1",
critical_path,crit_required,3.44,ns
floorplan,rows,27,
floorplan,die_area,6100,um2
floorplan,die_width,78.1,um
placed_design,dp_hpwl,2710,um
critical_path,slowest_stage,"clkdlybuf4s50_1",
synth,numSynthFlops,68,
drt,avgRoutedWirePerCell,12.1,um
clocking,ctsResizeCount,0,
drt,drt_iter0_markers,104,
clocking,insertion_delay,0.33,ns
power_and_ir_drop,power_leakage,1.54,nW
synth,synth.most_common_cell,"nand2_1",
drt,drc,0,
clocking,cts_tree,"yes",
critical_path,cp-start-kind,"flip-flop",
floorplan,die_h,78.1,um
placed_design,io_buffers,47,
finish,fill_cells,472,
timing,tightest_slew,0.704,ns
clocking,root_buffer,"clkbuf_8",
timing,holdWs,0.356,ns
clocking,cts_buffer_depth,2,
synth,synth.yosys.chip_area,2900,um2
synth,syn_inst,253,
critical_path,worst_setup_path_end_kind,"primary output",
clocking,cts.htree.levels,3,
synth,async_flop_share,100,%
timing,fin_skew,0.00438,ns
critical_path,crit_type,"flip-flop to primary output",
timing,post-route-period-util,50.8,%
synth,yosys-top-cells-count,"nand2_1, dfrtp_1, a21boi_0",
synth,syn_avg_cell_area,11.4,um2
critical_path,startpoint,"rAddress[3]",
critical_path,crit_chain,"clkdlybuf4s50_1",
timing,timing.fmax,458,MHz
floorplan,ioPinCount,52,
clocking,cts.clk_slew.worst_paths,0.06,ns
synth,synthesis.area,2900,um2
metal layers:
metal	routed length, um	vias up
met3	133	7
met5	0	-
met1	2200	851
met2	1970	34
li1	-	870
met4	81	0
layout by cell type, fill, tap and decap left out, drive strengths merged:
master / Yosys / final
nor2: 3 / 3
nor2b: 1 / 1
xor2: 8 / 8
nor3: 4 / 4
dfrtp: 68 / 68
and3: 1 / 1
clkdlybuf4s50: 0 / 47
nand4: 6 / 6
o21ai: 1 / 1
mux2: 17 / 17
nand2b: 1 / 1
clkinv: 0 / 2
buf: 28 / 4
nand2: 70 / 70
a21boi: 32 / 32
inv: 2 / 2
ha: 2 / 2
xnor2: 4 / 4
conb: 2 / 4
clkbuf: 3 / 13
logic make-up (layout without fill, tap and decap cells):
kind of cell / count (synthesis) / count (layout) / synth area share, %
and+or+nand+nor: 86 / 86 / 14.0
DFF: 68 / 68 / 58.7
AOI/OAI and AO/OA: 33 / 33 / 8.47
buffers and inverters: 33 / 68 / 7.39
muxes: 17 / 17 / 6.61
xor gates and xnor gates: 12 / 12 / 3.63
adders and majority gates: 2 / 2 / 0.864
other: 2 / 4 / 0.259
registers in the layout, indices dropped and copies added, names as in the netlist:
register / flops
rAddress: 13
OutData: 16
rLRCK: 2
rSR: 32
rSData: 2
rLR: 1
rBCK: 2
stage by stage:
stage	cell area (um2)	worst slack [ns]
detailed placement	3290	1.99
finish	3460	2.11
floorplan	2900	1.73
global route	3460	2.04
global placement	3290	1.99
CTS	3460	2.08
final timing paths:
| path | endpoint | slack, ns | cells after the start |
|---|---|---|---|
| worst max-delay path | WrAddress[3] | 2.11 | 1 |
| worst min-delay path | rSData[1] | 0.36 | 0 |
| worst max register to register | OutData[13] | 2.73 | 4 |
| worst min register to register | rSData[1] | 0.36 | 0 |
| max in group asynchronous | rAddress[4] | 2.43 | 3 |
| min in group asynchronous | rLR | 0.96 | 2 |
power breakdown:
part	switching [mW]	internal, mW
combinational	0.0570	0.127
clock	0.211	0.236
sequential	0.0552	0.671
total	0.323	1.03
cell type report:
class / count / area (um2) / area share [%]
Sequential cell: 68 / 1700 / 49.2
Inverter: 2 / 7.51 / 0.217
Clock buffer: 13 / 159 / 4.59
Tap cell: 72 / 90.1 / 2.60
Timing Repair Buffer: 51 / 500 / 14.5
Multi-Input combinational cell: 154 / 991 / 28.6
Clock inverter: 2 / 10.0 / 0.289
Power figures rest on the tool's default switching activity, not on a simulated workload.

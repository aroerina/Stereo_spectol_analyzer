[flow/constraint.sdc]
current_design FFTTheta_R2

set clk_period 3.2
set clk_io_pct 0.2

create_clock -name clk0 -period $clk_period [get_ports {Clock}]

set non_clock_inputs [all_inputs -no_clocks]
set_input_delay [expr $clk_period * $clk_io_pct] -clock clk0 $non_clock_inputs
set_output_delay [expr $clk_period * $clk_io_pct] -clock clk0 [all_outputs]
[flow/config.mk]
export PLATFORM = sky130hd
export DESIGN_NAME = FFTTheta_R2
export DESIGN_NICKNAME = FFTTheta_R2
export VERILOG_FILES = /design/flow/design.v
export SDC_FILE = /design/flow/constraint.sdc
export NUM_CORES = 4
export LEC_CHECK = 1
export CORE_UTILIZATION = 30
[flow/run.sh]
#!/bin/bash
# OpenROAD 26Q1-2900-gdf79404cd8, Yosys 0.63+post, stock flow scripts
make -C /OpenROAD-flow-scripts/flow DESIGN_CONFIG=/design/flow/config.mk WORK_HOME=/design/flow/orfs finish
[flow/design.v]
module FFTTheta_R2 #(
	parameter bw_fftp = 4,
	parameter bw_stage	= 2 		 
)
(
	input Clock,Reset,Start,
	output reg[bw_fftp-2:0] Theta,
	output [bw_stage-1:0] Stage,
	output reg Busy,End
);
	localparam bw_stagep1 = bw_stage+1;	 
	localparam bw_theta	= bw_fftp-1;  
	localparam bw_count = bw_theta+bw_stagep1;
	reg [bw_count-1:0] Count,DCount,Mask;
	reg [bw_theta-1:0] GenThetaCount;
	reg rCSens,rDummy,rEnd,rGenThetaCountReset;
	wire [bw_theta-1:0] PreTheta;
	wire [bw_stagep1-1:0] wStage 	= Count[bw_count-1:bw_theta];
	assign Stage					= wStage[bw_stage-1:0];
	wire [bw_stagep1-1:0] wDStage	= DCount[bw_count-1:bw_theta];
	wire CSens						= |({1'b0,DCount}&Mask);
	wire wGenThetaCountReset		= wDStage != wStage;
	wire wGenThetaCountUp			= rCSens != CSens;
	wire wEnd						= (wStage == bw_fftp);
	generate
		genvar i;
		for(i=0;i<bw_theta;i=i+1) begin :br
			assign PreTheta[i] = GenThetaCount[bw_theta-1-i];
		end
	endgenerate	
	always@(posedge Clock or posedge Reset) begin
		if(Reset)begin
			{
				Theta,Count,rCSens,DCount,
				GenThetaCount,rGenThetaCountReset,
				rDummy ,Busy,End,rEnd
			}			<=	1'b0;
			Mask		<=	1<<(bw_theta);
		end else begin
			if(Start)
				Busy	<= 1'b1;
			else if (rEnd)
				Busy	<= 1'b0;
			if(End) begin
				Count	<= 1'b0;
				rDummy	<= 1'b0;
			end else if(Busy)
				{Count,rDummy}	<= {Count,rDummy} + 1'b1;	 
			if(Start)
				rEnd	<= 1'b0;
			else
				rEnd <= wEnd;
			if(rEnd && !Busy)
				End <= 1'b0;
			else if(rEnd)
				End <= 1'b1;
			Theta		<= PreTheta;
			rGenThetaCountReset	<= wGenThetaCountReset;
			if(End)
				DCount	<= 1'b0;
			else
				DCount	<= Count;	 
			rCSens	<= CSens;
			if(rGenThetaCountReset)
				GenThetaCount	<= 1'b0;
			else if(wGenThetaCountUp)
				GenThetaCount	<= GenThetaCount+1;					
			if(Start)
				Mask	<= 1<<(bw_theta);
			else if(Count[bw_theta] != DCount[bw_theta])
				Mask	<= Mask>>1;
		end
	end
endmodule
==> flow_metrics.tcl <==
# place-and-route summary
set metrics [dict create \
    cts_resized 0 \
    setup_viol 0 \
    synth_flops 28 \
    min_path_type "reg2reg" \
    core_um2 3690 \
    yosysUniqueCellTypes 27 \
    routabilityCongestion 0.728 \
    yosys_warnings 1 \
    cts_sinks 28 \
    critical_path.cell_chain "clkdlybuf4s50_1" \
    rsz0062_at_grt "false" \
    path_clk_slew_ns 0.09 \
    final_layout_size_suffix_gt1_frac 0.126 \
    crit_buf_inv 1 \
    fp.dieH_um 64.3 \
    port-buffer-count 9 \
    grt_pass1_vias 652 \
    cts_tree "built" \
    layout_setup_ws_ns 1.12 \
    grt_max_degree 19 \
    finClkSkew_ns 0.00107 \
    postSynthCellCount 93 \
    worstSetupPathType "reg2out" \
    rows 22 \
    antenna-diode-count 0 \
    critical_path_required_ns 2.56 \
    cpPeakStageDelay_ns 0.62 \
    grt_usage 0.0920 \
    fin_cells 151 \
    antenna_found_initial 0 \
    hp-start "GenThetaCount[2]" \
    worst_slew_pin_slew_ns 0.650 \
    synth_chip_area_um2 1160 \
    reg2reg_from "Mask[3]" \
    cp.arrival_ns 1.44 \
    placedCellCount 147 \
    yosys_cells 93 \
    dp_worst_setup_slack_ns 1.44 \
    drcViolationCount 0 \
    post-route-min-period_ns 2.08 \
    cp-start-kind "flop" \
    flop_cell "dfrtp_1" \
    synthArstFlopShare 1.00 \
    critPathSlowestCell "dfrtp_1" \
    cp-startpoint "End" \
    status "finished clean" \
    drv_cap 0 \
    power_leakage_nw 0.628 \
    holdBufCountCts 0 \
    final_cell_mix "dfrtp_1, nor2_1, clkdlybuf4s50_1, nor2b_1, mux2i_1" \
    relSlewSlack 0.566 \
    power_mw 1.13 \
    r2r_setup_slack_ns 1.79 \
    dp_hpwl_um 1180 \
    antenna_left 0 \
    timing.final.crit_share 0.649 \
    ioPinCount 10 \
    die_x_um 64.3 \
    lay_top_count "dfrtp_1" \
    grt_pass1_wl_um 2880 \
    drt-total-wl_um 1640 \
    htreeDepth 1 \
    insertion_delay_ns 0.27 \
    finalSetupTns_ns 0 \
    path_max_fanout 15 \
    log.warning_count 25 \
    firstDrtPassIters 4 \
    peakVddDrop_v 0.000381 \
    overflow 0 \
    critical-path-top-delay-family "flip-flops" \
    hold_viol 0 \
    postSynthAreaPerCell_um2 12.5 \
    detail_route.vias_per_cell 4.22 \
    seq_area_frac_synth 0.603 \
    post_cts_buffers 0 \
    wl_per_cell_um 10.9 \
    root_buffer "clkbuf_8" \
    num_vias 637 \
    slew_violations 0 \
    syn2layout_area_growth_pct 17.4 \
    chip_area_um2 4140 \
    ctsLongestPathBuffers 2 \
    fp_util 0.316 \
    numCtsBuffers 3 \
    p_per_area_nw_per_um2 825 \
    critPathCaptureType "output pin" \
    max_freq_mhz 482 \
    synth-edff-count 0 \
    synth_area_um2 1160 \
    drtIter0Drc 11 \
]
==> cells by family after synthesis <==
| logic type | Yosys count | share of synthesized area |
|---|---|---|
| simple gates | 32 | 0.143 |
| flops | 28 | 0.603 |
| mux | 9 | 0.0838 |
| compound gates | 8 | 0.0473 |
| xor+xnor | 8 | 0.0731 |
| buf+inv | 6 | 0.0290 |
| fa+ha+maj | 2 | 0.0215 |
==> power breakdown <==
group	leakage (nW)	internal, mW	switching [mW]
clock network	0.0357	0.167	0.102
registers	0.366	0.461	0.108
logic	0.226	0.178	0.112
==> registers in the layout (all words and copies together), names as in the netlist <==
signal,cells
GenThetaCount,3
rEnd,1
Theta,3
rGenThetaCountReset,1
Busy,1
rCSens,1
Mask,4
rDummy,1
Count,6
End,1
DCount,6
==> final timing paths <==
| path | depth (start not counted) | endpoint |
|---|---|---|
| min reg2reg | 0 | Theta[0] |
| max reg2reg | 4 | GenThetaCount[2] |
| min in group asynchronous | 2 | rGenThetaCountReset |
| min | 0 | Theta[0] |
| max in group asynchronous | 3 | DCount[5] |
| max | 1 | End |
==> metrics by stage <==
step	hold slack [ns]	util	area (µm²)
CTS	0.412	0.371	1370
detailed placement	0.391	0.351	1300
global placement	0.378	0.351	1300
floorplan	0.368	-	1160
finish	0.414	0.371	1370
global route	0.426	0.371	1370
==> cell type report <==
type	count	area, µm²
flip-flops and latches	28	702
fillers	368	2320
well taps	48	60.1
clock buffers	3	41.3
inverters	2	7.51
multi-input cells	59	429
repair buffers	10	97.6
clock inverters	1	30.0
==> per-layer routing <==
| layer | vias up | global-route usage | share of wire | routed length [µm] |
|---|---|---|---|---|
| li1 | 325 | - | - | - |
| met1 | 301 | 0.132 | 0.48 | 787 |
| met2 | 9 | 0.147 | 0.47 | 765 |
| met3 | 2 | 0.0290 | 0.047 | 77 |
| met4 | 0 | 0.00556 | 0.0055 | 9 |
| met5 | - | 0 | 0 | 0 |
==> Yosys cell counts (2+ instances only) <==
| cell type | instances | share of area |
|---|---|---|
| mux2_2 | 2 | 0.019 |
| dfrtp_1 | 27 | 0.58 |
| xor2_1 | 3 | 0.023 |
| o21ai_0 | 2 | 0.0086 |
| inv_1 | 2 | 0.0064 |
| a21oi_1 | 2 | 0.0086 |
| a21o_1 | 2 | 0.013 |
| ha_1 | 2 | 0.021 |
| nor2_1 | 10 | 0.032 |
| mux2i_1 | 6 | 0.052 |
| nand2_1 | 4 | 0.013 |
| buf_4 | 3 | 0.019 |
| nand2b_1 | 3 | 0.016 |
| or3_1 | 2 | 0.011 |
| nand4_1 | 2 | 0.011 |
| xnor2_1 | 3 | 0.023 |
| nor2b_1 | 8 | 0.043 |
Power figures rest on the tool's default switching activity, not on a simulated workload.

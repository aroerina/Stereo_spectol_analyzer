==> /design/flow/design.v <==
module SRightShifter2
#(
	parameter bw_in = 15
)
(
	input Clock,Reset,Start,
	input [bw_in-1:0] IN1,IN2,
	input [3:0]	Amount,
	output reg [bw_in-1:0] OUT1,OUT2,
	output reg Busy,End
);
	reg [3:0] rCount,rAmount;
	reg [bw_in-1:0]	rSR1,rSR2;
	wire wSeqEn = (rCount < rAmount);
	always@(posedge Clock or posedge Reset) begin
		if(Reset)begin
			rCount		<= 0;
			rSR1		<= 0;
			rSR2		<= 0;
			End			<= 0;
			Busy		<= 0;
			rAmount		<= 0;
			OUT1		<= 0;
			OUT2		<= 0;
		end else begin
			if(Start) begin
				rSR1		<= IN1;
				rSR2		<= IN2;
				rCount		<= 0;
				rAmount		<= Amount;
			end else if(wSeqEn) begin
				rSR1	<= {rSR1[bw_in-1],rSR1[bw_in-1:1]};
				rSR2	<= {rSR2[bw_in-1],rSR2[bw_in-1:1]};
				rCount	<= rCount + 1;
			end else if (!wSeqEn && Busy) begin
				OUT1	<= rSR1;
				OUT2	<= rSR2;
			end
			if(Start)
				Busy	<= 1'b1;
			else if (!wSeqEn)
				Busy	<= 1'b0;
			if(End)
				End		<= 1'b0;
			else if (!wSeqEn && Busy)
				End		<= 1'b1;
		end
	end
endmodule 
==> /design/flow/run.sh <==
#!/bin/bash
# OpenROAD 26Q1-2900-gdf79404cd8, Yosys 0.63+post, stock flow scripts
make -C /OpenROAD-flow-scripts/flow DESIGN_CONFIG=/design/flow/config.mk WORK_HOME=/design/flow/orfs finish
==> /design/flow/config.mk <==
export PLATFORM = sky130hd
export DESIGN_NAME = SRightShifter2
export DESIGN_NICKNAME = SRightShifter2
export VERILOG_FILES = /design/flow/design.v
export SDC_FILE = /design/flow/constraint.sdc
export NUM_CORES = 4
export LEC_CHECK = 1
export CORE_UTILIZATION = 50
==> /design/flow/constraint.sdc <==
current_design SRightShifter2

set clk_period 3.9
set clk_io_pct 0.2

create_clock -name clk0 -period $clk_period [get_ports {Clock}]

set non_clock_inputs [all_inputs -no_clocks]
set_input_delay [expr $clk_period * $clk_io_pct] -clock clk0 $non_clock_inputs
set_output_delay [expr $clk_period * $clk_io_pct] -clock clk0 [all_outputs]
==> reports/results.ini <==
[clocking]
cts_buffers=9
cts_num_sinks=70
clockBufferDepth=2
cts_tree=built
ctsResizeCount=0
ctsHoldBuffers=0
clkSlewWorstSetupHoldPaths_ns=0.07
clock_latency_ns=0.34
cts_setup_buffers=0
clockRootBuffer=clkbuf_8
cts_htree_levels=3

[final_timing]
hold_viol_final=0
clock_skew_ns=0.00638
setup_ws_ns=1.35
max_freq_ghz=0.392
grt_setup_unrepaired=no
tightest_slew_ns=0.640
setup_violations=0
period_needed_ns=2.55
tns_ns=0
finalCritPeriodShare=0.654
maxSlewViolCount=0
slew_headroom=0.573

[drt]
antenna_cells=0
wl_per_cell_um=14.4
ant_nets=0
first_pass_iters=5
drc=0
num_vias=2103
via_per_inst=5.06
drt_iter0_drc=147
routed_wl_um=5970

[hold_path]
hold_end=End
hold_start=End
hold_depth=1
min_path_type=reg2reg

[setup_path]
path_common_cell=buf_4
r2r_start=rCount[1]
critPathRequiredTime_ns=4.12
end_kind=flop
criticalPathCategory=reg2reg
cp_data_arrival_time_ns=2.77
rr_endpoint=OUT1[7]
r2r_cells=7
crit_buf_inv=2
max_stage_delay_ns=0.42
crit_path_max_fanout=33
rrSetupSlack_ns=1.35
crit_chain=ha_1 > o211ai_1 > o21ai_2 > buf_4 > nand3b_2 > buf_4 > mux2_4
start_kind=flop
worst_path_max_delay_cell=dfrtp_1
critical_path.top_delay_family=buffers and inverters

[synth]
yosysCellCount=267
synth.distinct_cells=23
ys_chip_area_um2=3110
post_synth.cell_area_avg_um2=11.7
syn_area_um2=3110
netlist_instances=267
synth_seq_share=0.563
synth-seq-cells=70
synth_warnings=1

[grt]
grt_max_degree=71
track_usage=0.209
grt.overflow.total=0
antenna_found_initial=0
grt_pass1_vias=2076
grt_pass1_wl_um=10100

[place]
dpl_worst_slack_ns=1.35
globalplace.congestion=0.784
dpl.hpwl_um=3730
port_buffers=68

[die]
io_pins=69
fp.dieH_um=80.9
core_region_area_um2=5960
die_x_um=80.9
initCoreUtil=0.523
num_rows=28
die_area_um2=6550

[power]
powerDensity_nw_per_um2=686
p_leak_nw=1.80
peakVddDrop_uv=415
p_total_mw=2.80

[outcome]
outcome=finished clean

[layout]
fin_util=0.685
final.fill_count=455
drive_above_1_share=0.176
synthToLayoutAreaGrowth_pct=31.0

[run]
tool_warnings=26
maxCapViolations=0

[worst reg2reg max path: cells and delay by family, from the launching register on]
kind	cells	cell delay, ns
compound gates	2	0.31
fa+ha+maj	1	0.29
buf+inv	2	0.70
flops	1	0.42
mux	1	0.31
simple gates	1	0.41
[Yosys cell counts]
cell,number,share of area
nor3b_2,1,0.0040
clkbuf_1,10,0.012
nand3_1,1,0.0016
nor2_1,3,0.0036
a21oi_1,59,0.095
ha_1,4,0.016
o21a_1,1,0.0024
o211ai_1,2,0.0048
xor2_1,1,0.0028
buf_6,3,0.011
nor2b_1,28,0.056
or3_1,1,0.0020
dfrtp_1,70,0.56
o21ai_2,1,0.0028
mux2_4,30,0.14
nand2_1,34,0.041
a21o_1,1,0.0024
o21ai_0,4,0.0064
inv_1,4,0.0048
mux2_2,3,0.011
xnor2_1,1,0.0028
nand3b_2,1,0.0036
buf_2,4,0.0064
[power by group]
group | switching, mW | total (mW) | leakage [nW] | internal [mW]
Clock | 0.258 | 0.670 | 0.120 | 0.412
Combinational | 0.291 | 0.961 | 0.866 | 0.670
Sequential | 0.183 | 1.17 | 0.813 | 0.984
Total | 0.731 | 2.80 | 1.80 | 2.07
[how the worst max path moves through the flow]
stage	from	end	slack (ns)	cells after the start
final	rCount[1]	OUT1[7]	1.35	7
after global routing	rCount[1]	OUT1[9]	1.18	7
after CTS	rCount[1]	OUT1[10]	1.33	7
[layer usage]
layer  part of all wire  vias to the layer above  GRT usage
li1                   -                     1045          -
met1               0.49                      992      0.341
met3              0.059                        5     0.0593
met4             0.0074                        0     0.0179
met5                  0                        -          0
met2               0.44                       61      0.304
[state kept, by name, indices dropped and copies added, names as in the netlist]
register  flops
End           1
Busy          1
rSR1         15
rSR2         15
OUT1         15
rAmount       4
OUT2         15
rCount        4
[logic make-up after synthesis]
group,count (synthesis),share of synthesized area
flip-flops,70,0.563
AND/OR/NAND/NOR,69,0.112
AND-OR/OR-AND,68,0.114
multiplexers,33,0.156
buffers and inverters,21,0.0342
adder cells (fa/ha/maj),4,0.0161
XOR/XNOR,2,0.00563
[through the flow]
stage | hold WS (ns) | std cells | cell area (µm²)
after detailed placement | 0.415 | 400 | 3840
after floorplan | 0.377 | 267 | 3110
final | 0.424 | 416 | 4080
after CTS | 0.424 | 416 | 4080
after global routing | 0.451 | 416 | 4080
after global placement | 0.410 | 400 | 3840
[cell usage in the layout, fill, tap and decap left out]
master,netlist,final
o21a_1,1,1
mux2_4,30,30
ha_1,4,4
a21o_1,1,1
o211ai_1,2,2
nand3b_2,1,1
nand3_1,1,1
inv_1,4,3
or3_1,1,1
nor2b_1,28,28
mux2_2,3,3
clkbuf_1,10,1
nor3b_2,1,1
o21ai_2,1,1
nor2_1,3,3
o21ai_0,4,4
xnor2_1,1,1
inv_2,0,1
clkbuf_8,0,12
bufinv_16,0,2
buf_2,4,1
clkinv_2,0,1
nand2_1,34,34
dfrtp_1,70,70
a21oi_1,59,59
buf_4,0,7
clkdlybuf4s50_1,0,67
xor2_1,1,1
[cell type report]
cell class              count  area [µm²]  area share
flip-flops and latches     70        1750       0.430
inverters                   4        15.0     0.00368
multi-input cells         176        1250       0.308
clock buffers              13         169      0.0414
repair buffers             75         728       0.179
well taps                  75        93.8      0.0230
clock inverters             3        65.1      0.0160
Power and IR drop assume default switching activity.

--- design.v ---
module RightShifter2
#(
	parameter bw_in = 15
)
(
	input Clock,Reset,Start,
	input [bw_in-1:0] IN1,IN2,
	input [4:0]	Amount,
	output reg [bw_in-1:0] OUT1,OUT2,
	output reg Busy,End
);
	reg [3:0] rCount,rAmount;
	reg [bw_in-1:0]	rSR1,rSR2;
	wire wSeqEn = (rCount < rAmount);
	always@(posedge Clock or posedge Reset) begin
		if(Reset)begin
			rCount		<= 0;
			rSR1		<= 0;
			rSR2		<= 0;
			End			<= 0;
			Busy		<= 0;
			rAmount		<= 0;
			OUT1		<= 0;
			OUT2		<= 0;
		end else begin
			if(Start) begin
				rSR1		<= IN1;
				rSR2		<= IN2;
				rCount		<= 0;
				rAmount		<= Amount;
			end else if(wSeqEn) begin
				rSR1	<= {1'b0,rSR1[bw_in-1:1]};
				rSR2	<= {1'b0,rSR2[bw_in-1:1]};
				rCount	<= rCount + 1;
			end else if (!wSeqEn && Busy) begin
				OUT1	<= rSR1;
				OUT2	<= rSR2;
			end
			if(Start)
				Busy	<= 1'b1;
			else if (!wSeqEn)
				Busy	<= 1'b0;
			if(End)
				End		<= 1'b0;
			else if (!wSeqEn && Busy)
				End		<= 1'b1;
		end
	end
endmodule 
--- run.sh ---
#!/bin/bash
# OpenROAD 26Q1-2900-gdf79404cd8, Yosys 0.63+post, stock flow scripts
make -C /OpenROAD-flow-scripts/flow DESIGN_CONFIG=/design/flow/config.mk WORK_HOME=/design/flow/orfs finish
--- config.mk ---
export PLATFORM = sky130hd
export DESIGN_NAME = RightShifter2
export DESIGN_NICKNAME = RightShifter2
export VERILOG_FILES = /design/flow/design.v
export SDC_FILE = /design/flow/constraint.sdc
export NUM_CORES = 4
export LEC_CHECK = 1
export CORE_UTILIZATION = 30
--- constraint.sdc ---
current_design RightShifter2

set clk_period 5.4
set clk_io_pct 0.2

create_clock -name clk0 -period $clk_period [get_ports {Clock}]

set non_clock_inputs [all_inputs -no_clocks]
set_input_delay [expr $clk_period * $clk_io_pct] -clock clk0 $non_clock_inputs
set_output_delay [expr $clk_period * $clk_io_pct] -clock clk0 [all_outputs]
==> deck_impl_summary.md <==
Run Summary

Route
  – DR vias: around 2.1k
  – WL final: 6.28 mm
  – Antenna diodes: 0
  – Wire per inst: 13.3 um
  – DRT antenna net count: 0
  – Via density: 4.50
  – DRT iter0 DRCs: 40
  – Drt pass-1 iters: 4
  – Residual DRC: 0

Worst setup path
  – Cell depth of the worst setup path: 5
  – Critical path buffer and inverter count: 3
  – R2R depth: 6
  – CP Launch Point: Start
  – Crit path cell chain: buf_2 -> buf_4 -> nand3b_2 -> buf_4 -> mux2_4
  – CP max stage cell: nand3b_2
  – Reg-to-reg critical path endpoint: OUT2[4]
  – Origin of the critical flop-to-flop path: rCount[3]
  – Worst path max stage delay: 0.59 ns
  – CP endpoint: OUT2[4]
  – CP startpoint kind: primary input
  – CP max FO: approximately 73
  – CP Class: primary input to flip-flop
  – CP Capture Type: flip-flop
  – R2R setup slack: about 2.9 ns
  – Top delay family on crit path: buffers and inverters
  – Crit path required time: 5.61 ns
  – Crit path top cell by count: buf_4
  – Arr. time, crit path: 3.06 ns

Global route
  – Largest net degree at the start of global routing: 74
  – Vias in the first global route: 2,209
  – Total congestion overflow: 0
  – Global-route wire length before repair: 10.9 mm
  – GRT Overall Usage: 12.6%
  – Initial antenna violation count: 0

CTS
  – Reg clk slew, reported paths: 0.07 ns
  – Clk buf depth: 2
  – Root buffer cell: clkbuf_8
  – CTS tree: built
  – H-tree depth: 3
  – Num CTS Buffers: 9
  – Post_cts resized: 0
  – CTS Sinks: 70
  – Skew-Pair Late Insertion Delay: 0.33 ns
  – Postcts setup bufs: 0
  – # hold bufs at CTS: 0

Placed design
  – Post-DP HPWL: 3.94 mm
  – Gp weighted congestion: 0.823
  – Number of port buffers: 68
  – Dpl cell area: 3920 um2
  – Dpl ws: 2.18 ns

STA
  – Setup_tns: 0 ns
  – Worst-Margin Slew: 0.722 ns
  – Min Tclk post-route: 2.85 ns
  – Finish-stage setup viols: 0
  – Fmax: 0.351 GHz
  – Max Slew Vio Count: 0
  – RSZ-0062 raised after global routing: false
  – Clock skew: 0.00846 ns
  – Final period util: between 50% and 60%
  – Final hold vios: 0
  – Worst rel slew slack: 51.8%
  – Worst setup margin: 2.55 ns

Power
  – Leak: 1.77 nW
  – Final Power: 1.91 mW
  – Power Dens Cells: 467 nW/um2
  – Worst VDD drop: between 200 and 250 uV

Flow run
  – Max-cap viol count: 0
  – Tool warnings: 26

Synth
  – Dominant flop cell: dfrtp_1
  – Flops after synth: 70
  – Top cell area share: 56.0%
  – Synth Warn #: 1
  – Avg Inst Size Synth: 11.5 um2
  – Cells after Synth: 271
  – Post-synth cell types: 24
  – Yosys cell count: around 270
  – Top cells by count: dfrtp_1, a21oi_1, nand2_1, mux2_4, nor2b_1
  – Biggest area cells: dfrtp_1, mux2_4, a21oi_1, nor2b_1, nand2_1
  – Top cell type by total area after synthesis: dfrtp_1
  – YS chip area: 3130 um2
  – Top-count cell post-synth: dfrtp_1
  – Ys async rst share: ~100%
  – Synthesized cell area: 3130 um2
  – Seq/Total Area, Yosys: 56.0%
  – Number of flops mapped to enable cells by yosys: 0

Floorplanning
  – Core area: ~10000 um2
  – Die ar.: between 10,000 and 15,000 um2
  – Rows: 36
  – Starting Density: approximately a third
  – # IOs: 70
  – Die Y: 104 um
  – Die width: about 100 um

Run status
  – Status: completed

Worst hold path
  – Min-Delay Path Class: flip-flop to flip-flop

Finish
  – Cell area after layout: 4090 um2
  – Layout cells sized above 1: 16.1%
  – Syn-to-layout area delta: 30.8%
==> metrics by stage <==
step | hold WS [ns] | utilization [%] | instances
after floorplan | 0.377 | - | 271
after global placement | 0.414 | 39.3 | 460
after detailed placement | 0.419 | 39.3 | 460
after CTS | 0.428 | 41.1 | 474
after global routing | 0.440 | 41.1 | 474
final | 0.426 | 41.1 | 474
==> cells by family (layout without fill, tap and decap cells) <==
kind of cell / count (synthesis) / count (layout) / share of synthesized area [%]
AND-OR/OR-AND: 70 / 70 / 12.0
XOR/XNOR: 2 / 2 / 0.560
adder cells (fa/ha/maj): 4 / 4 / 1.60
buffers and inverters: 21 / 91 / 3.36
flip-flops: 70 / 70 / 56.0
multiplexers: 31 / 31 / 14.8
AND/OR/NAND/NOR: 73 / 73 / 11.6
==> worst min path at each step <==
stage	to	startpoint	depth (start not counted)	slack (ns)
finish	End	End	1	0.43
global route	End	End	1	0.44
CTS	End	End	1	0.43
==> flip-flops by register name (all words and copies together) (netlist names) <==
register / count
rSR1: 15
rCount: 4
End: 1
rSR2: 15
rAmount: 4
OUT2: 15
Busy: 1
OUT1: 15
==> routing by layer <==
layer	track usage, %	up-vias	share of wire, %
met2	19.1	50	46
met5	0	-	0
met1	19.2	1030	49
li1	-	1047	-
met4	1.94	0	1.0
met3	3.25	6	4.6
==> power by group <==
group / internal (mW) / switching (mW) / total, mW
Sequential: 0.709 / 0.124 / 0.833
Clock: 0.199 / 0.182 / 0.381
Combinational: 0.482 / 0.216 / 0.698
==> layout make-up <==
| cell class | instances | area (um2) |
|---|---|---|
| fillers | 959 | 5860 |
| flip-flops and latches | 70 | 1750 |
| multi-input cells | 180 | 1270 |
| repair buffers | 73 | 713 |
| clock buffers | 13 | 169 |
| well taps | 133 | 166 |
| inverters | 4 | 15.0 |
| clock inverters | 1 | 5.00 |
==> layout by cell type (no fill, tap or decap), types with 3 or more instances in the layout <==
master / n
dfrtp_1: 70
clkdlybuf4s50_1: 67
a21oi_1: 59
nand2_1: 38
mux2_4: 30
nor2b_1: 28
clkbuf_8: 12
o21ai_0: 6
buf_4: 5
ha_1: 4
nor2_1: 3
inv_1: 3
Power figures rest on the tool's default switching activity, not on a simulated workload.

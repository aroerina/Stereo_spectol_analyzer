## design.v

```verilog
module AT93C46_Tranceiver
(
	input Clock,Reset,
	input Send,
	input [1:0] Opcode,
	input [5:0] Address,
	input [15:0] Data,
	output reg [15:0] Q,
	input	MISO,		 
	output	MOSI,		 
	output	reg CS,
	output	SClock,
	output reg Busy
);
	reg [5:0] ClockGenCounter;	 
	assign	SClock	= ClockGenCounter[5];
	reg [1:0] rSIN,rSClock;
	always@(posedge Reset or posedge Clock) begin
		if(Reset)begin
			{rSIN,rSClock,ClockGenCounter}
				<= 1'b0;
		end else begin
			ClockGenCounter	<= ClockGenCounter+1'b1;
			rSIN	<= {rSIN[0],MISO};
			rSClock	<= {rSClock[0],SClock};
		end
	end
	wire wNegEdge	= rSClock == 2'b10;
	reg [25:0] rOutSR;
	reg [15:0] rInSR;
	reg [4:0] rNEdgeCount;
	reg [1:0] rOpcode;
	reg rNegEdge;
	assign MOSI	= rOutSR[25];
	wire wNEdgeCountEnd = (rNEdgeCount >= 5'd27);
	wire wEnd = (rNEdgeCount >= 5'd26);
	wire wSeqWrite = (rOpcode==2'b01);	 
	always@(posedge Reset or posedge Clock) begin
		if(Reset)begin
			{rOutSR,rNEdgeCount,rInSR,Q,Busy,CS,rNegEdge,rOpcode}
				<= 1'b0;
		end else begin
			if(Send)
				rOpcode	<= Opcode;
			if(Send) begin
				rOutSR[25:16]	<= {2'b01,Opcode,Address};
				rOutSR[15:0]	<= (Opcode==2'b01)? Data : 15'b0;
			end else if(wNegEdge)
				rOutSR	<= {rOutSR[24:0],1'b0};
			if(Send)
				Busy	<= 1'b1;
			else if(wSeqWrite) begin
				if(wEnd&&rSIN[0])
					Busy	<= 1'b0;
			end else if(wEnd)
				Busy	<= 1'b0;
			if(wNegEdge)
				rInSR	<= {rInSR[14:0],rSIN[1]};
			if(wNegEdge)begin
				if(wSeqWrite&&(rNEdgeCount == 5'd25))
					CS		<= 1'b0;
				else
					CS		<= Busy;
			end
			rNegEdge 	<= wNegEdge;
			if(Busy & rNegEdge & wEnd)
				Q		<= rInSR;
			if(Send)
				rNEdgeCount	<= 5'b0;
			else if(Busy && wNegEdge && !wNEdgeCountEnd)
				rNEdgeCount	<= rNEdgeCount + 1'b1;
		end
	end
endmodule 
```

## run.sh

```bash
#!/bin/bash
# OpenROAD 26Q1-2900-gdf79404cd8, Yosys 0.63+post, stock flow scripts
make -C /OpenROAD-flow-scripts/flow DESIGN_CONFIG=/design/flow/config.mk WORK_HOME=/design/flow/orfs finish
```

## config.mk

```make
export PLATFORM = sky130hd
export DESIGN_NAME = AT93C46_Tranceiver
export DESIGN_NICKNAME = AT93C46_Tranceiver
export VERILOG_FILES = /design/flow/design.v
export SDC_FILE = /design/flow/constraint.sdc
export NUM_CORES = 4
export LEC_CHECK = 1
export CORE_UTILIZATION = 40
```

## constraint.sdc

```tcl
current_design AT93C46_Tranceiver

set clk_period 3.0
set clk_io_pct 0.2

create_clock -name clk0 -period $clk_period [get_ports {Clock}]

set non_clock_inputs [all_inputs -no_clocks]
set_input_delay [expr $clk_period * $clk_io_pct] -clock clk0 $non_clock_inputs
set_output_delay [expr $clk_period * $clk_io_pct] -clock clk0 [all_outputs]
```

==> metrics.cfg <==
[setup_path]
cp_cell_sequence=clkdlybuf4s50_1
critPathMaxFanout=5
r2r_slack_ps=1140
crit_slowest_cell=clkdlybuf4s50_1
crit_buf_inv=1
cp.arrival_ps=1260
cp-start-kind=flip-flop
max_stage_delay_ps=490
critPathRequiredTime_ps=2400
path_class=flip-flop to output port
critical_path.top_delay_family=buffers and inverters
worstSetupEndpointType=output port

[sta]
worst_slack_ps=1140
fmax_mhz=538
worst_slew_pin_slew_ps=682
rsz0062_at_grt=no
hold_viol=0
period_minus_slack_ps=1860
fin_crit_sh_pct=62.0
drv_slew=0
tns_ps=0
clock_skew_ps=8.79
setup_viol=0
timing.slew.headroom_pct=54.5

[clocking]
path_clk_slew_ps=80
cts-htree-levels=3
post_cts_resized=0
clkSinkCount=78
cts_tree=done
cts_setup_buffers=0
root_buffer=clkbuf_8
cts_made_buffers=9
clock_latency_ps=340
clock_path_buffers=2
hold_buffers=0

[finish]
fin_util_pct=51.2
fin_cells=443
area_growth_pct=21.8
drive_above_1_share_pct=11.7
n_fill_cell=726

[power_and_ir_drop]
power.density_mw_per_mm2=490
ir_drop_uv=253
leakage_nw=1.94

[flow_run]
max_cap_viol_count=0
warnings=27

[drt]
vias=2170
drt_wl_total_mm=5.59
drt_iter0_markers=76
wl_per_cell_um=12.6
firstDrtPassIters=4
ant_nets=0
via_per_inst=4.90
drc=0
num_antenna_cells=0

[synthesis]
ys_ff=78
netlist_area_mm2=0.00330
synth_top_area_share_pct=59.1
synth_top_cell_by_area=dfrtp_1
ys_seq_share_pct=59.1
async_flop_share_pct=100
syn_inst=293
yosys_warnings=1
edf_count=0
ys_top_cells_by_count=dfrtp_1 (78), nand2_1 (78), a2bb2oi_1 (15), o21ai_0 (14), o21bai_1 (14)
ff_type=dfrtp_1
area_leaders=dfrtp_1 (59%), nand2_1 (8.9%), mux2_4 (4.5%)
syn_avg_cell_area_um2=11.3
yosysCellCount=293
yosys.stat.chipArea_mm2=0.00330
synth_cell_type_count=35

[die]
ioPinCount=48
coreArea_mm2=0.00785
dieWidth_um=92.8
chipArea_mm2=0.00862
num_rows=32
fp_util_pct=42.1
die_h_um=92.8

[global_routing]
grt.total_usage_pct=14.8
grt_pass1_vias=2141
grt_antenna_before_repair=0
grt_max_degree=44
grt_pass1_wl_mm=10.0
grt-ovfl-total=0

[placed_design]
numPortBuffers=47
dpl.hpwl_mm=3.61
place_inst=427
gp_congestion=0.737
pre_cts_ws_ps=967

[hold_path]
min_path_type=flip-flop to flip-flop

[outcome]
status=finished, final reports clean

[cells by family (layout without fill, tap and decap cells)]
| logic type | Yosys count | in the layout | share of synthesized area, % |
|---|---|---|---|
| and+or+nand+nor | 96 | 96 | 12.0 |
| buffers and inverters | 30 | 78 | 4.47 |
| xor gates and xnor gates | 4 | 4 | 1.06 |
| AOI/OAI and AO/OA | 56 | 56 | 12.4 |
| muxes | 25 | 25 | 9.36 |
| DFF | 78 | 78 | 59.1 |
| adders and majority gates | 4 | 4 | 1.52 |
[metrics by stage]
stage | hold slack [ps] | power (mW) | cell area, µm²
4_1_cts | 387 | 2.00 | 4020
3_3_place_gp | 377 | 1.24 | 3830
5_1_grt | 386 | 2.07 | 4020
6_report | 376 | 1.97 | 4020
2_1_floorplan | 349 | 1.18 | 3300
3_5_place_dp | 377 | 1.24 | 3830
[metal layers]
layer  GRT usage, %  routed length (µm)
met4           2.44                  84
met2           22.6                2500
met5              0                   0
met3           1.75                 162
met1           24.2                2840
[worst register-to-register path, stage by stage (launching register included)]
cell and delay (ps):
dfrtp_1 430, inv_1 90, ha_1 200, o311a_1 310, and3_1 180, buf_4 210
mux2_4 320
[path summary, 6_finish.rpt]
check                                   endpoint                        from  depth (start not counted)
setup / recovery                            Busy            Busy$_DFFE_PP0P_                          1
hold / removal                 rSIN[1]$_DFF_PP0_           rSIN[0]$_DFF_PP0_                          0
setup reg to reg                Q[2]$_DFFE_PP0P_  rNEdgeCount[0]$_DFFE_PP0P_                          6
hold reg to reg                rSIN[1]$_DFF_PP0_           rSIN[0]$_DFF_PP0_                          0
max in group asynchronous  rInSR[12]$_DFFE_PP0N_                       Reset                          3
min in group asynchronous       Q[7]$_DFFE_PP0P_                       Reset                          2
[state kept, by name, indices dropped and copies added, names as in the netlist]
name / cells
Busy: 1
CS: 1
rNEdgeCount: 5
rSClock: 2
rNegEdge: 1
Q: 16
ClockGenCounter: 6
rSIN: 2
rOutSR: 26
rInSR: 16
rOpcode: 2
[where the power goes]
part	leakage [nW]	total, mW	internal [mW]	switching (mW)
Sequential	1.01	1.10	1.08	0.0159
Clock	0.100	0.752	0.383	0.368
Combinational	0.826	0.121	0.0658	0.0550
[final cells by class]
type                       count  area (µm²)  share of cell area, %
clock buffer                  10         128                   3.17
clock inverter                 6        62.6                   1.56
inverter                      10        38.8                  0.965
multi-input combinational    185        1200                   29.9
sequential                    78        1950                   48.6
tap                          102         128                   3.17
timing repair buffer          52         508                   12.6
[cell usage in the layout (no fill, tap or decap), types with 8 or more instances in the layout]
cell type / n
dfrtp_1: 78
nand2_1: 78
clkdlybuf4s50_1: 47
a2bb2oi_1: 15
o21bai_1: 14
o21ai_0: 14
mux2_4: 10
inv_1: 9
clkbuf_8: 9
mux2i_1: 8
Power and IR drop assume default switching activity.

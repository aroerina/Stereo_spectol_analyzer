==> design.v <==
module VRAMCtrl
(
	input			Clock,Reset,	 
	input	[8:0]	WrAdr_X,
	input	[6:0]	WrAdr_Y,
	input			Screen,			 
	input	[14:0]	WriteData,
	output			SWClockEn,		 
	output	reg 	StartLoader,	 
	output	nWE,nOE,
	output	reg [17:0]	Address,
	inout		[14:0] 	IO,
	input				DotClock,		 
	output reg [14:0]	R_RGB,L_RGB,
	output reg			VS,HS
);
	parameter	 hs_offset_minus = 0;
	localparam pos_hs	= 405 - hs_offset_minus;
	localparam pos_vs	= pos_hs - 153;
	localparam line_vs	= 112; 
	reg r_nOE,r_SWClockEn;
	reg [1:0]	rDotClock;				 
	reg [11:0]	rSR_SqSigs,rSR_PE;		 
	reg [14:0]	rWriteData [0:1];
	reg [16:0]	r_Count;
	reg [17:0]	r_RdAddr,r_WrAddr;
	wire [8:0] wReadX	= r_Count[8:0];
	wire [6:0] wReadY	= r_Count[15:9];
	wire [17:0] w_WrSRAMAddr 	= {~r_Count[16],Screen,{WrAdr_Y,WrAdr_X}};
	wire [17:0] w_RdSRAMAddr	= {r_Count[16],rSR_PE[7],r_Count[15:0]};
	wire wSRAMAddrSW			= |rSR_PE[8:7];
	wire w_IOSW				= rSR_SqSigs[6];
	wire w_PosEdge			= {rDotClock[1],rDotClock[0]} == 2'b01 ;	 
	assign nWE				= rSR_SqSigs[6];
	assign nOE				= r_nOE;
	assign IO				= (w_IOSW) ?	15'bz : rWriteData[1]	;		 
	assign SWClockEn		= r_SWClockEn;
	always@(posedge Clock or posedge Reset) begin
		if(Reset)begin
			{r_nOE,r_SWClockEn} <= 0;
			rDotClock	<= 2'b0;
			rSR_PE		<= 0;
			rSR_SqSigs 	<= 0;
			Address		<= 0;
		end else begin
			rDotClock[0]		<= DotClock;
			rDotClock[1]		<= rDotClock[0];
			rSR_PE		 <= {rSR_PE[10:0],w_PosEdge};
			rSR_SqSigs	<= {rSR_SqSigs[10:0],|rSR_PE[3:0]};
			r_SWClockEn	<= ~|rSR_PE[6:3];
			r_nOE		<= ~|rSR_PE[8:7];
			r_RdAddr	<= w_RdSRAMAddr;
			r_WrAddr	<= w_WrSRAMAddr;
			Address		<= (wSRAMAddrSW)	? r_RdAddr : r_WrAddr	;
			rWriteData[0]	<= WriteData;
			rWriteData[1]	<= rWriteData[0];
		end
	end
	wire wHS	= ~(wReadX == pos_hs);
	wire wVS	= ~(wReadY == line_vs);
	wire w_SampleR_RGB	= rSR_PE[8];
	wire w_SampleL_RGB	= rSR_PE[9];
	reg r_Count15;
	always@(posedge Clock or posedge Reset) begin
		if(Reset)begin
			L_RGB		<= 0;
			R_RGB		<= 0;
			r_Count15	<= 1'b0;
			StartLoader <= 1'b0;
		end else begin	 
			if ( w_PosEdge ) begin
				r_Count15	<= r_Count[15];
				StartLoader <= ({r_Count[15],r_Count15} == 2'b01) ;
			end	else begin
				StartLoader <= 1'b0;
			end
			if ( w_SampleR_RGB )	R_RGB	<= IO;
			if ( w_SampleL_RGB )	L_RGB	<= IO;
		end
	end
	always@(negedge DotClock or posedge Reset) begin
		if(Reset) begin
			r_Count	<= 0;
		end else begin
			r_Count	<= r_Count + 1'b1;
		end
	end
	always@(negedge DotClock or posedge Reset) begin
		if(Reset) begin
			HS		<= 1'b0;
			VS		<= 1'b0;
		end else begin
			HS		<= wHS;
			VS		<= wVS;
		end
	end
endmodule 
==> run.sh <==
#!/bin/bash
# OpenROAD 26Q1-2900-gdf79404cd8, Yosys 0.63+post, stock flow scripts
make -C /OpenROAD-flow-scripts/flow DESIGN_CONFIG=/design/flow/config.mk WORK_HOME=/design/flow/orfs finish
==> config.mk <==
export PLATFORM = sky130hd
export DESIGN_NAME = VRAMCtrl
export DESIGN_NICKNAME = VRAMCtrl
export VERILOG_FILES = /design/flow/design.v
export SDC_FILE = /design/flow/constraint.sdc
export NUM_CORES = 4
export LEC_CHECK = 1
export CORE_UTILIZATION = 50
==> constraint.sdc <==
current_design VRAMCtrl

set clk_period 4.0
set clk_io_pct 0.2

create_clock -name clk0 -period $clk_period [get_ports {Clock}]
create_clock -name clk1 -period $clk_period [get_ports {DotClock}]

set non_clock_inputs [all_inputs -no_clocks]
set_input_delay [expr $clk_period * $clk_io_pct] -clock clk0 $non_clock_inputs
set_output_delay [expr $clk_period * $clk_io_pct] -clock clk0 [all_outputs]
==> impl_metrics.toml <==
# implementation run metrics
[clocking]
cts_setup_buffers = 0
cts_resized = 2
ctsHoldBuffers = 0

[place]
hpwlAfterDp_microns = 5082
gp_congestion = 0.7752
dp_slack_ns = 0.3775
portBuffers = 87

[status]
stop_error = "[error] [KeplerFormal.cpp:679] Workflow failed: Iso has multiple drivers: .IO0, IO[0]$_DFFE_PN_.Q0"
status = "aborted with a tool error"
stop_stage = "clock tree synthesis (4_1_cts)"

[synth]
yosys_cells = 274
synth_cell_types = 26
ys_seq_elements = 156
postSynthSeqShare = 0.8042
syn_inst = 274
ys_chip_area_sq_um = 5265
ys_warn_count = 3
post_synth.cell_area_avg_sq_um = 19.22
syn_area_sq_um = 5265

[floorplanning]
fp.dieH_microns = 104.6
rows = 37
fp-utilization = 0.5123
io_pins = 104
die_w_microns = 104.6
==> cell usage after synthesis <==
| library cell | instances | area, sq um |
|---|---|---|
| buf_2 | 4 | 20.02 |
| nor2_1 | 4 | 15.01 |
| buf_4 | 1 | 7.510 |
| and3b_1 | 1 | 8.760 |
| or4_1 | 1 | 7.510 |
| nor2b_1 | 1 | 6.260 |
| nor3_1 | 5 | 25.02 |
| xor2_1 | 9 | 78.83 |
| nor4_2 | 4 | 50.05 |
| clkbuf_1 | 1 | 3.750 |
| nand4_1 | 4 | 25.02 |
| and3_1 | 1 | 6.260 |
| nand4_2 | 1 | 12.51 |
| dfrtp_1 | 71 | 1777 |
| and4b_2 | 1 | 11.26 |
| edfxtp_1 | 66 | 1982 |
| ha_1 | 2 | 25.02 |
| nand4_4 | 1 | 21.27 |
| xnor2_1 | 6 | 52.55 |
| nor4_1 | 2 | 12.51 |
| nand2_1 | 5 | 18.77 |
| inv_1 | 8 | 30.03 |
| nand3_1 | 6 | 30.03 |
| nor2_4 | 1 | 11.26 |
| dfrtn_1 | 19 | 475.5 |
| mux2_2 | 49 | 551.8 |
==> per-stage QoR <==
stage | setup TNS [ns] | instance area [sq um] | instances | power [mW]
2_1_floorplan | -11.47 | 5269 | 274 | 2.636
3_3_place_gp | 0 | 6329 | 496 | 3.249
3_5_place_dp | 0 | 6329 | 496 | 3.274
==> cells by family after synthesis <==
family | after synthesis | synth area share
multiplexers | 49 | 0.1048
AND/OR/NAND/NOR | 38 | 0.04967
XOR/XNOR | 15 | 0.02495
flip-flops | 156 | 0.8042
adder cells (fa/ha/maj) | 2 | 0.004752
buffers and inverters | 14 | 0.01164
No activity file was given, so power comes from the tool's default toggle rates.
